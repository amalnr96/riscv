--- ./config.mk ---
export PLATFORM = sky130hd
export DESIGN_NAME = memory_controller
export DESIGN_NICKNAME = memory_controller
export VERILOG_FILES = /design/flow/design.v
export SDC_FILE = /design/flow/constraint.sdc
export NUM_CORES = 4
export LEC_CHECK = 1
export CORE_AREA = 10 10 70 70
export DIE_AREA = 0 0 80 80
--- ./constraint.sdc ---
current_design memory_controller

set clk_period 1.0
set clk_io_pct 0.2

create_clock -name clk0 -period $clk_period [get_ports {clk}]

set non_clock_inputs [all_inputs -no_clocks]
set_input_delay [expr $clk_period * $clk_io_pct] -clock clk0 $non_clock_inputs
set_output_delay [expr $clk_period * $clk_io_pct] -clock clk0 [all_outputs]
--- ./design.v ---
`timescale 1ns / 1ps
module memory_controller(
         input wire clk, input wire rst,
         input wire core_en, input wire [15:0] mem_adr,input wire [15:0] inst_adr,  
		 output reg ex_en, 
		 output reg pram_en_inst 
		 ,output reg pram_en_data);
   always @(posedge clk or negedge rst) begin
        if (!rst) begin
            	    pram_en_data  <=  1'b0;  
		            pram_en_inst  <=  1'b0;
		            ex_en      <=  1'b0;
            end
        else begin
                    if (core_en) begin
		              if (|mem_adr[15:14]) begin
		                  pram_en_data  <=  1'b0;  
		                  ex_en      <=  1'b1;
		              end
		              else if (|inst_adr[15:14]) begin 
		                  pram_en_inst  <=  1'b0;
		                  ex_en      <=  1'b1;
		              end
		              else begin
		                  pram_en_data  <=  1'b1;  
		                  pram_en_inst  <=  1'b1;
		                  ex_en      <=  1'b0;
		              end
		              end
         end
  end
endmodule
--- ./run.sh ---
#!/bin/bash
# OpenROAD 26Q1-2900-gdf79404cd8, Yosys 0.63+post, stock flow scripts
make -C /OpenROAD-flow-scripts/flow DESIGN_CONFIG=/design/flow/config.mk WORK_HOME=/design/flow/orfs finish
==> flow_results.xml <==
<?xml version="1.0" encoding="UTF-8"?>
<metrics>
  <group name="synth">
    <metric name="number_of_flip_flops_and_latches_in_the_synthesized_netlist" unit="">3</metric>
    <metric name="ys_top_logic_family" unit="">simple AND/OR/NAND/NOR gates</metric>
    <metric name="yosys-stat-cells" unit="">11</metric>
    <metric name="yosys.area_share.adder" unit="%">0</metric>
    <metric name="number_of_library_cell_types_mapped_by_synthesis" unit="">7</metric>
    <metric name="synth_sequential_area_ratio" unit="%">53.6</metric>
    <metric name="complex_gates_by_area" unit="%">12.5</metric>
    <metric name="synth_cells" unit="">11</metric>
    <metric name="xor_share" unit="%">0</metric>
    <metric name="synthMuxAreaShare" unit="%">10.7</metric>
    <metric name="syn_area_cell" unit="µm²">12.7</metric>
    <metric name="cell_area_synth" unit="µm²">140</metric>
    <metric name="simple_gate_area_share" unit="%">23.2</metric>
    <metric name="synth-warning-count" unit="">1</metric>
    <metric name="ys_chip_area" unit="µm²">140</metric>
  </group>
  <group name="global_routing">
    <metric name="global_route_met3_utilization" unit="%">2.16</metric>
    <metric name="use_met1" unit="%">1.93</metric>
    <metric name="overflow" unit="">0</metric>
    <metric name="global_route.peak_usage_layer" unit="">met3</metric>
    <metric name="grt_first_pass_wirelength" unit="µm">821</metric>
    <metric name="grt_max_degree" unit="">4</metric>
    <metric name="antenna_found_initial" unit="">1</metric>
    <metric name="number_of_global_route_vias_before_repair" unit="">180</metric>
    <metric name="grt_use_total" unit="%">1.78</metric>
    <metric name="met2_usage" unit="%">2.01</metric>
  </group>
  <group name="die">
    <metric name="pin_count" unit="">38</metric>
    <metric name="die-height" unit="µm">80</metric>
    <metric name="placement_rows" unit="">21</metric>
    <metric name="die_w" unit="µm">80</metric>
    <metric name="die-area" unit="mm²">0.00640</metric>
    <metric name="fp.coreArea" unit="mm²">0.00342</metric>
    <metric name="fp-utilization" unit="%">4.10</metric>
  </group>
  <group name="detailed_routing">
    <metric name="detailroute.via_count" unit="">148</metric>
    <metric name="detail_route.drc_violations" unit="">0</metric>
    <metric name="wl_per_cell" unit="µm">6.95</metric>
    <metric name="first_iter_violations" unit="">1</metric>
    <metric name="vias_per_cell" unit="">1.97</metric>
    <metric name="wl" unit="µm">521</metric>
    <metric name="first_pass_iters" unit="">2</metric>
    <metric name="drt.antenna.violating_nets" unit="">0</metric>
  </group>
  <group name="placed_design">
    <metric name="dpl_ws" unit="ns">-0.339</metric>
    <metric name="routability_congestion" unit="">0.718</metric>
    <metric name="port_buffers" unit="">9</metric>
    <metric name="hpwlAfterDp" unit="µm">374</metric>
  </group>
  <group name="pwr">
    <metric name="share_of_total_power_in_sequential_cells" unit="%">31.7</metric>
    <metric name="total_switching_power" unit="mW">0.0911</metric>
    <metric name="pwr-share-comb" unit="%">19.8</metric>
    <metric name="leakage_power" unit="nW">0.134</metric>
    <metric name="power.share.switching" unit="%">20.9</metric>
    <metric name="p_clk_share" unit="%">48.5</metric>
    <metric name="power_density" unit="mW/mm²">1280</metric>
    <metric name="post_layout_power" unit="mW">0.435</metric>
    <metric name="maximum_vdd_drop" unit="µV">192</metric>
    <metric name="power.internal" unit="mW">0.344</metric>
  </group>
  <group name="final_layout">
    <metric name="fill_cells" unit="">394</metric>
    <metric name="final_layout_top_logic_cells" unit="">sky130_fd_sc_hd__buf_4, sky130_fd_sc_hd__clkbuf_4, sky130_fd_sc_hd__dfrtp_1, sky130_fd_sc_hd__dlygate4sd2_1, sky130_fd_sc_hd__clkdlybuf4s50_1</metric>
    <metric name="layout-drive-gt1-share" unit="%">42.9</metric>
    <metric name="layout_top_cell_excl_fill_tap" unit="">sky130_fd_sc_hd__buf_4</metric>
    <metric name="area_growth" unit="%">142</metric>
  </group>
  <group name="worst_setup_path">
    <metric name="path_class" unit="">reg2reg</metric>
    <metric name="crit_path_max_fanout" unit="">2</metric>
    <metric name="setup.worst_path.end_class" unit="">flop</metric>
    <metric name="worst-endpoint-arrival" unit="ns">1.10</metric>
    <metric name="critical_path_startpoint_category" unit="">flop</metric>
    <metric name="worst-endpoint-required" unit="ns">1.12</metric>
  </group>
  <group name="clock_network">
    <metric name="clock_latency" unit="ns">0.23</metric>
    <metric name="clk_root_buffer_cell" unit="">sky130_fd_sc_hd__clkbuf_4</metric>
    <metric name="cts_tree" unit="">yes</metric>
    <metric name="cts_max_path_buffers" unit="">2</metric>
    <metric name="cts.reportedPaths.clkPinSlew" unit="ns">0.04</metric>
    <metric name="ctsHtreeMaxLevel" unit="">1</metric>
    <metric name="cts.sinks" unit="">3</metric>
    <metric name="cts_made_buffers" unit="">3</metric>
  </group>
  <group name="timing">
    <metric name="rsz0062_at_grt" unit="">yes</metric>
    <metric name="worst_slew_pin_slew" unit="ns">0.185</metric>
    <metric name="min_period_over_period" unit="%">98.5</metric>
    <metric name="achievable-frequency" unit="MHz">1020</metric>
    <metric name="setup_viol" unit="">0</metric>
    <metric name="post-route-worst-setup-slack" unit="ns">0.0151</metric>
    <metric name="max_slew_margin_vs_limit" unit="%">87.6</metric>
    <metric name="fin_crit" unit="ns">0.985</metric>
    <metric name="largest_clock_skew_in_the_final_design" unit="ns">0</metric>
    <metric name="timing_hold_violations_final" unit="">0</metric>
    <metric name="timing_max_transition_violations_final" unit="">0</metric>
  </group>
  <group name="outcome">
    <metric name="run_status" unit="">finished clean</metric>
  </group>
  <group name="flow_run">
    <metric name="max_cap_violations" unit="">0</metric>
    <metric name="warning_count" unit="">54</metric>
  </group>
  <group name="hold_path">
    <metric name="hp-class" unit="">in2async</metric>
  </group>
</metrics>
-- worst max-delay path: stages (launching register included) --
cell	delay, ns
sky130_fd_sc_hd__dfrtp_1	0.37
sky130_fd_sc_hd__buf_4	0.13
sky130_fd_sc_hd__buf_4	0.12
sky130_fd_sc_hd__mux2_4	0.25
-- what timing repair did --
item | 4_1_cts | 5_1_grt
pin swaps | 1 | 0
setup buffers | 2 | 0
gates resized | 10 | 2
setup endpoints to repair | 4 | 4
hold buffers | 0 | 0
-- Yosys cell counts, drive strengths merged --
cell	n	area share (%)
o21a	1	5.4
a21oi	1	3.6
o21ai	1	3.6
nor3b	2	18
dfrtp	3	54
mux2	1	11
nor2	2	5.4
-- layer usage --
metal  routed length (µm)  vias to the layer above  part of all wire, %
met3                  117                        2                   22
met5                    0                        -                    0
met4                    9                        0                  1.7
li1                     -                       73                    -
met2                  169                       11                   32
met1                  224                       62                   43
-- final timing paths --
path | startpoint | end | slack, ns | cells past startpoint
setup / recovery | pram_en_inst$_DFFE_PN0P_ | pram_en_inst$_DFFE_PN0P_ | 0.02 | 3
hold / removal | rst | pram_en_inst$_DFFE_PN0P_ | 0.15 | 1
setup reg to reg | pram_en_inst$_DFFE_PN0P_ | pram_en_inst$_DFFE_PN0P_ | 0.02 | 3
hold reg to reg | pram_en_data$_DFFE_PN0P_ | pram_en_data$_DFFE_PN0P_ | 0.49 | 1
max in group asynchronous | rst | ex_en$_DFFE_PN0P_ | 0.70 | 1
min in group clk0 | mem_adr[15] | ex_en$_DFFE_PN0P_ | 0.47 | 3
-- final cells by class --
class                   instances  area, µm²  share of cell area, %
diodes                          1       2.50                  0.738
flip-flops and latches          3       75.1                   22.1
multi-input cells               8       71.3                   21.0
repair buffers                 13        106                   31.4
well taps                      46       57.6                   17.0
clock buffers                   4       26.3                   7.75
-- sequential cells by signal, indices dropped and copies added, names as in the netlist --
| register | count |
|---|---|
| ex_en | 1 |
| pram_en_data | 1 |
| pram_en_inst | 1 |
-- cells by family after synthesis --
| kind of cell | after synthesis |
|---|---|
| AND-OR/OR-AND | 3 |
| AND/OR/NAND/NOR | 4 |
| multiplexers | 1 |
| flip-flops | 3 |
-- metrics by stage --
step | TNS (ns) | utilization (%) | area [µm²] | instances | hold slack [ns]
6_report | 0 | 9.93 | 339 | 75 | 0.153
5_1_grt | -0.0227 | 9.93 | 339 | 75 | 0.143
4_1_cts | 0 | 10.1 | 347 | 74 | 0.147
3_5_place_dp | -0.644 | 8.86 | 303 | 68 | 0.400
3_3_place_gp | -0.625 | 8.86 | 303 | 68 | 0.402
2_1_floorplan | 0 | - | 140 | 11 | -0.0956
-- power groups by stage --
stage	Combinational (mW)	Clock [mW]	Sequential, mW
CTS	0.0890	0.226	0.138
global route	0.0945	0.233	0.139
finish	0.0861	0.211	0.138
No activity file was given, so power comes from the tool's default toggle rates.
